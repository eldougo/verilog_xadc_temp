**flow/run.sh**
```bash
#!/bin/bash
# OpenROAD 26Q1-2900-gdf79404cd8, Yosys 0.63+post, stock flow scripts
make -C /OpenROAD-flow-scripts/flow DESIGN_CONFIG=/design/flow/config.mk WORK_HOME=/design/flow/orfs finish
```
**flow/config.mk**
```make
export PLATFORM = sky130hd
export DESIGN_NAME = binary_to_bcd
export DESIGN_NICKNAME = binary_to_bcd
export VERILOG_FILES = /design/flow/design.v
export SDC_FILE = /design/flow/constraint.sdc
export NUM_CORES = 4
export LEC_CHECK = 1
export CORE_UTILIZATION = 30
```
**flow/constraint.sdc**
```tcl
current_design binary_to_bcd

set clk_period 25.9
set clk_io_pct 0.2

create_clock -name clk0 -period $clk_period

set non_clock_inputs [all_inputs -no_clocks]
set_input_delay [expr $clk_period * $clk_io_pct] -clock clk0 $non_clock_inputs
set_output_delay [expr $clk_period * $clk_io_pct] -clock clk0 [all_outputs]
```
**flow/design.v**
```verilog
`timescale 1ns / 1ps
module binary_to_bcd(
    input      [15:0] bin,
    output reg [15:0] bcd
    );
    reg [15:0] bcd_data = 0;
    always @(bin)
    begin
        bcd_data   = bin;
        bcd[15:12] = bcd_data / 1000;
        bcd_data   = bcd_data % 1000;
        bcd[11:8]  = bcd_data / 100;
        bcd_data   = bcd_data % 100;
        bcd[7:4]   = bcd_data / 10;
        bcd[3:0]   = bcd_data % 10;
    end
endmodule
```
==> results.tsv <==
metric	value	unit
status	complete, no violations	
Worst EP arrival	18080	ps
Syn. warnings	1	
# hold bufs at CTS	0	
Final TNS setup	0	ps
initial antenna violation count	0	
Final Hold Violation Tally	0	
vias	4725	
Setup WS post-layout	2638	ps
first-pass GRT wire length	19290	um
total of max-cap violations	0	
Layout Cells excl Fill	790	
Pins Over Slew Limit	0	
Tot GR Track Use	0.1509	
Crit Path Category	input pin to output port	
max incr delay on CP	750	ps
WL/cell	14.46	um
DRT iter0 DRCs	357	
unrepaired setup endpoints after global routing	false	
yosys stat chip area	4410	um2
die width	123.3	um
area taken by flip-flops and latches	0	um2
Synth Seq Share	0	
average size of a mapped cell	7.160	um2
post-route minimum period	23260	ps
synth cell count leaders	nand2_1 (53), nor2_1 (53), a21oi_1 (34)	
Post-DP HPWL	9060	um
post-synth top area share	0.04511	
Worst setup SP type	input pin	
top cell type by total area after synthesis	nand2_1	
CP endpoint kind	output port	
total tool warning count	32	
worst hold start	bin[0]	
vias in the first global route	3993	
Avg Vias per Cell	5.981	
Congestion Overflow GR	0	
Max FO, Critical Path	17	
ys cells	616	
drt drc	0	
pre-CTS setup slack	2807	ps
WHS Endpoint	bcd[0]	
hold depth	0	
post-route antenna net violation count	0	
IO Port Bufs	30	
number of setup buffers added after CTS	0	
Placed Instances	790	
cell mode on critical path	nor2_1	
Levels on crit path	39	
Buf/Inv on CP	2	
fraction of layout cells with a size suffix above 1	0.1754	
Flops	0	
gp weighted congestion	0.8851	
min-delay worst type	input pin to output port	
CTS resizes	0	
Setup Viol. Count Final	0	
Antenna Cells	0	
Fmax achieved	42.99	MHz
clock buffers	0	
Synth Cell Area	4410	um2
Syn Inst Count	616	
Die Ht	123.3	um
Synth area leaders	nand2_1 (4.5%), nor2_1 (4.5%), a21oi_1 (3.9%)	
chip area	15190	um2
Slew @ Worst Pin	895.3	ps
Layout area overhead	4.624	%
fin util	0.3274	
CP max-delay cell	a21boi_1	
Init Core Util	0.3129	
First-pass DRT Iterations	4	
IO Pins	32	
largest net degree at the start of global routing	22	
Critical Path RT	20720	ps
Tcrit/Tclk final	0.8982	
CP top delay family	AND-OR/OR-AND gates	
Distinct lib cells used	121	
core box area	14100	um2
Rel. slew slack	0.4019	
Rows	43	
Routed Wire Length	11430	um
## through the flow
step	cell area, um2	hold slack [ps]
final	4614	10360
after global routing	4614	10360
after detailed placement	4614	10360
after floorplan	4410	10420
after global placement	4614	10360
after CTS	4614	10360
## cells by family (layout without fill, tap and decap cells)
family,Yosys count,after routing,share of synthesized area
AND-OR/OR-AND,277,277,0.5087
AND/OR/NAND/NOR,252,252,0.3243
buffers and inverters,52,46,0.08766
XOR/XNOR,26,26,0.05674
multiplexers,6,6,0.01532
adder cells (fa/ha/maj),3,3,0.007376
## routing by layer
layer / global-route usage / share of wire / vias up
met4: 0.01054 / 0.0075 / 0
met3: 0.005179 / 0.028 / 12
met5: 0 / 0 / -
met2: 0.2381 / 0.45 / 100
li1: - / - / 2458
met1: 0.2360 / 0.52 / 2155
## worst max-delay path by stage
stage,endpoint,startpoint,slack [ps]
5_1_grt,bcd[2],bin[9],1770
4_1_cts,bcd[2],bin[9],2760
6_report,bcd[2],bin[9],2640
## layout by cell type (no fill, tap or decap), types with 13 or more instances in the layout
cell and count:
a21oi_1 34, clkdlybuf4s50_1 30, inv_1 13, nand2_1 53, nand3_1 19, nor2_1 53, nor3_1 17, o211ai_1 17
o21ai_0 30, xnor2_1 17
## layout make-up
class	instances	area, um2
inverter	15	57.56
multi-input combinational	564	4024
fill	1479	9482
timing repair buffer	31	307.8
tap	180	225.2
