### ./design.v
`timescale 1ns / 1ps
module pwm(
    input clk,
    input [3:0] i_lvl,
    output o_pwm
    );
    reg [7:0] r_pwm_cntr = 0;
    reg       r_pwm_out  = 0;
    always @(posedge clk)
    begin
        r_pwm_cntr = r_pwm_cntr + 1;
        if ( i_lvl == 0 )
            r_pwm_out  = ( r_pwm_cntr < 8'h02 );
        else
            r_pwm_out  = ( r_pwm_cntr[7:4] <= i_lvl); 
    end
    assign o_pwm = r_pwm_out;
endmodule
### ./run.sh
#!/bin/bash
# OpenROAD 26Q1-2900-gdf79404cd8, Yosys 0.63+post, stock flow scripts
make -C /OpenROAD-flow-scripts/flow DESIGN_CONFIG=/design/flow/config.mk WORK_HOME=/design/flow/orfs finish
### ./config.mk
export PLATFORM = sky130hd
export DESIGN_NAME = pwm
export DESIGN_NICKNAME = pwm
export VERILOG_FILES = /design/flow/design.v
export SDC_FILE = /design/flow/constraint.sdc
export NUM_CORES = 4
export LEC_CHECK = 1
export CORE_AREA = 10 10 70 70
export DIE_AREA = 0 0 80 80
### ./constraint.sdc
current_design pwm

set clk_period 2.3
set clk_io_pct 0.2

create_clock -name clk0 -period $clk_period [get_ports {clk}]

set non_clock_inputs [all_inputs -no_clocks]
set_input_delay [expr $clk_period * $clk_io_pct] -clock clk0 $non_clock_inputs
set_output_delay [expr $clk_period * $clk_io_pct] -clock clk0 [all_outputs]
==> qor.yml <==
outcome:
  status: "complete, no violations"
yosys:
  top_area_cell: "dfxtp_1"
  yosysSeqAreaShare_pct: 38.0
  xor_share_pct: 14.5
  ys_cells: 47
  ys_types: 19
  yosysTopAreaCellShare_pct: 38.0
  synthCells: 47
  yosysWarnings: 1
  synthSimpleGateAreaFrac_pct: 18.5
  ys_ff: 9
  async_flop_share_pct: 0
  compound_area_share_pct: 11.1
  ys_chip_area_um2: 474
  adder_share_pct: 13.2
  syn_area_um2: 474
  synth-edff-count: 0
  top_logic_kind: "simple AND/OR/NAND/NOR gates"
  yosys-top-cells-area: "dfxtp_1, ha_1, xor2_1, inv_1, nand4_1"
  ys_sh_mux_pct: 0
  avgSynthCellArea_um2: 10.1
  ff_type: "dfxtp_1"
floorplanning:
  chipArea_um2: 6400
  core_um2: 3420
  die_x_um: 80
  fp-utilization_pct: 13.9
  pin_count: 6
  fp-row-count: 21
  die_h_um: 80
placed_design:
  place_inst: 98
  pre_cts_slack_ns: 0.393
  gp_congestion: 0.801
  port_buffers: 5
  placed_area_um2: 582
  hpwl_um: 657
layout:
  finalCoreUtilization_pct: 17.8
  layout.cells.most_common: "dfxtp_1"
  area_growth_pct: 28.2
  final_area_um2: 608
  drive_above_1_share_pct: 16.1
  finalNonFillerCells: 102
  mostFrequentLayoutCells: "dfxtp_1, inv_1, ha_1, clkdlybuf4s50_1, xor2_1"
detailed_routing:
  routed_via_density: 3.44
  wirelength_um: 790
  drc: 0
  drtAntennaViolNets: 0
  firstDrtPassIters: 3
  antennaDiodeCount: 0
  drt_iter0_markers: 16
  num_vias: 351
  wire_per_inst_um: 7.75
clock_network:
  htree_levels: 1
  cts_made_buffers: 3
  cts_resized: 0
  tritoncts: "yes"
  clk_latency_ns: 0.26
  cts-root-buf: "clkbuf_4"
  hold_buffers: 0
  postCtsSetupBuffers: 0
  numClockSinks: 9
  cts_max_path_buffers: 2
  clk_pin_slew_worst_paths_ns: 0.06
setup_path:
  crit_path_end_kind: "flip-flop"
  critPathLaunchType: "flip-flop"
  r2r-start: "r_pwm_cntr[2]"
  regToRegSetupSlack_ns: 0.44
  endpoint: "r_pwm_out"
  critPathMaxFanout: 5
  critical_path_class: "reg -> reg"
  arrival_ns: 1.98
  r2r_end: "r_pwm_out"
  cp_data_required_time_ns: 2.42
  worst-r2r-cell-count: 8
  startpoint: "r_pwm_cntr[2]"
timing:
  maxSlewViolCount: 0
  fin_ws_ns: 0.437
  hold_viol: 0
  max_freq_mhz: 537
  worst_hold_slack_ns: 0.427
  finalSetupViolations: 0
  fin_worst_skew_ns: 0.00555
  timing.final.crit_period_ns: 1.86
  fin_crit_sh_pct: 81.0
  slew_headroom_pct: 79.3
  rsz0062_at_grt: "false"
  worst_pin_slew_ns: 0.307
  fin_tns_setup_ns: 0
pwr:
  ir_worst_vdd_v: 0.000190
  p_leak_nw: 0.239
  cellPowerDensity_nw_per_um2: 486
  power_mw: 0.296
job:
  cap_violations: 0
  warning_count: 25
global_routing:
  grt_pass1_wl_um: 1370
  antenna_found_initial: 0
  grt_usage_pct: 2.54
  grt-ovfl-total: 0
  grt_pass1_vias: 345
  grt_max_degree: 6
min_path:
  min_path_type: "reg -> reg"
[synthesized netlist by cell type (all sizes together), types with 2 or more instances]
master and number:
dfxtp 9, ha 5, inv 6, nand2 2, nand3 3, nand4 3, nor2 3, o21ai 2
xnor2 2, xor2 5
[final cells by class]
cell class | instances | area [um^2]
Clock buffer | 4 | 26.3
Inverter | 6 | 22.5
Tap cell | 46 | 57.6
Timing Repair Buffer | 5 | 50.0
Fill cell | 394 | 2810
Multi-Input combinational cell | 32 | 272
Sequential cell | 9 | 180
[critical path, cell delays in order (launching register included)]
cell	delay [ns]
dfxtp_1	0.42
and4_4	0.28
nand4_1	0.13
xnor2_1	0.22
ha_1	0.28
nand4_1	0.09
o21ai_0	0.08
a21oi_1	0.15
o32ai_2	0.09
[layer usage]
| layer | track usage (%) | up-vias | share of wire, % |
|---|---|---|---|
| li1 | - | 188 | - |
| met1 | 3.52 | 158 | 53 |
| met2 | 3.61 | 5 | 42 |
| met3 | 1.02 | 0 | 4.7 |
| met4 | 0.528 | 0 | 0 |
| met5 | 0 | - | 0 |
[where the power goes]
group          switching, mW  leakage, nW  total [mW]  internal [mW]
clock                 0.0536       0.0150       0.120         0.0667
sequential          0.000217       0.0727       0.157          0.157
combinational        0.00667        0.151      0.0183         0.0116
total                 0.0605        0.239       0.296          0.235
[registers in the layout, indices dropped and copies added, names as in the netlist]
signal,cells
r_pwm_out,1
r_pwm_cntr,8
[cell families after synthesis]
logic type	Yosys count
and+or+nand+nor	14
adders and majority gates	5
xor gates and xnor gates	7
AOI/OAI and AO/OA	6
buffers and inverters	6
DFF	9
[how the worst min path moves through the flow]
stage | from | cells past startpoint | end | slack [ns]
4_1_cts | r_pwm_cntr[0] | 1 | r_pwm_cntr[0] | 0.43
5_1_grt | r_pwm_cntr[0] | 1 | r_pwm_cntr[0] | 0.45
6_report | r_pwm_cntr[0] | 1 | r_pwm_cntr[0] | 0.43
Power is estimated from default activity; no workload was simulated.
