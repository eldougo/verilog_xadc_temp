==> ./design.v <==
`timescale 1ns / 1ps
module seven_seg_display_encoder(
    input [3:0] in,
    output [6:0] out
    );
    function [6:0] encode7seg;
        input [3:0] hex_digit;
        begin
            case (hex_digit)
                4'h0 : encode7seg = 7'h3F;
                4'h1 : encode7seg = 7'h06;
                4'h2 : encode7seg = 7'h5B;
                4'h3 : encode7seg = 7'h4F;
                4'h4 : encode7seg = 7'h66;
                4'h5 : encode7seg = 7'h6D;
                4'h6 : encode7seg = 7'h7D;
                4'h7 : encode7seg = 7'h07;
                4'h8 : encode7seg = 7'h7F;
                4'h9 : encode7seg = 7'h6F;
                4'ha : encode7seg = 7'h77;
                4'hb : encode7seg = 7'h7C;
                4'hc : encode7seg = 7'h39;
                4'hd : encode7seg = 7'h5E;
                4'he : encode7seg = 7'h79;
                4'hf : encode7seg = 7'h71;
            endcase
        end
    endfunction
    assign out = encode7seg( in );
endmodule
==> ./run.sh <==
#!/bin/bash
# OpenROAD 26Q1-2900-gdf79404cd8, Yosys 0.63+post, stock flow scripts
make -C /OpenROAD-flow-scripts/flow DESIGN_CONFIG=/design/flow/config.mk WORK_HOME=/design/flow/orfs finish
==> ./config.mk <==
export PLATFORM = sky130hd
export DESIGN_NAME = seven_seg_display_encoder
export DESIGN_NICKNAME = seven_seg_display_encoder
export VERILOG_FILES = /design/flow/design.v
export SDC_FILE = /design/flow/constraint.sdc
export NUM_CORES = 4
export LEC_CHECK = 1
export CORE_AREA = 10 10 70 70
export DIE_AREA = 0 0 80 80
==> ./constraint.sdc <==
current_design seven_seg_display_encoder

set clk_period 1.2
set clk_io_pct 0.2

create_clock -name clk0 -period $clk_period

set non_clock_inputs [all_inputs -no_clocks]
set_input_delay [expr $clk_period * $clk_io_pct] -clock clk0 $non_clock_inputs
set_output_delay [expr $clk_period * $clk_io_pct] -clock clk0 [all_outputs]
==> results.ini <==
[power]
internal_power_w = 0.000119
p_sw_w = 0.0000771
pwr-share-comb_pct = 100.0
swShare_pct = 39.3
p_leak_nw = 0.264
p_per_area_nw_per_um2 = 300
clock_power_share_pct = 0
p_total_w = 0.000196
pwr-share-seq_pct = 0
ir_drop_mv = 0.104

[global_routing]
grt_max_degree = 7
grt_util_met2_pct = 5.70
top_usage_layer = met2
grt_pass1_vias = 344
grt_usage_pct = 2.73
grt_pass1_wl_um = 1460
grt-ovfl-total = 0
antenna_found_initial = 0
met3_usage_pct = 0.227
met1_usage_pct = 2.78

[timing]
finalWorstSetupSlack_ns = -0.240
fmax_mhz = 695
fin_hold_ws_ns = 0.908
slew_headroom_pct = 86.1
rsz0062_at_grt = true
setup_viol = 7
timing_max_transition_violations_final = 0
worst_pin_slew_ns = 0.206
finalCritPeriodShare_pct = 120
fin_crit_ns = 1.44
finalHoldViolations = 0

[layout]
n_clock_buffer = 0
drive_gt1_share_pct = 76.4
regArea_um2 = 0
fin_area_um2 = 653
comb_area_um2 = 348
fillers = 372
area_delta_synth_final_pct = 127
flops = 0

[status]
status = finished, violations left
violations = setup timing

[worst_setup_path]
crit_required_ns = 0.96
crit_path_end_kind = output pin
worstPathArrival_ns = 1.20
cp_max_fo = 4
startpoint = in[1]
crit_type = input pin to output pin
startpoint_type = input pin

[floorplan]
core-area_um2 = 3420
die_x_um = 80
dieArea_um2 = 6400
fp-utilization_pct = 8.42
num_io_pins = 11
num_rows = 21
chipHeight_um = 80

[drt]
insertedDiodeCount = 0
drt_pass1_iterations = 4
vias = 319
final_antenna_net_count = 0
dr.first_iter.drc_count = 8
vias_per_cell = 3.16
wirelength_um = 933
route.detailed.drc = 0
wl_per_cell_um = 9.24

[synth]
top_cells_by_count = 7 x ha_1, 5 x inv_1, 3 x a21oi_1, 3 x mux2_2
yosys_cells = 33
avgSynthCellArea_um2 = 8.72
syn-cell-area_um2 = 288
yosys_area_um2 = 288
ys_seq_share_pct = 0
most_common_cell = ha_1
synth.lib_cells_used.distinct = 17
netlist_instances = 33
top_cells_by_area = ha_1 30%, mux2_2 12%, mux4_1 9.1%
top_cell_area_share_pct = 30.4
yosysWarnings = 1
largest_area_cell = ha_1

[clock_network]
ctsHoldBuffers = 0

[run]
warnings = 40
drv_cap = 0

[place]
post-place-ws_ns = -1.12
detailed_place.area_um2 = 542
port_buffers = 11
gp_congestion = 0.729
hpwl_um = 708

[min_path]
hold-path-cell-count = 5
hold_end = out[6]
worstHoldStart = in[1]
hp-class = input pin to output pin

## through the flow
step,cells,util (%),setup TNS [ns]
after CTS,100,18.4,-1.18
final,101,19.1,-1.07
after detailed placement,98,15.9,-7.15
after global routing,101,19.1,-1.38
after floorplan,33,-,0
after global placement,98,15.9,-7.03
## worst max-delay path, cell delays in order
cell and delay, ns:
buf_12 0.12, inv_8 0.06, ha_4 0.20, mux4_2 0.45, buf_2 0.13
## power by group through the flow
| stage | Clock, W | Sequential (W) | Combinational [W] |
|---|---|---|---|
| after CTS | 0 | 0 | 0.000190 |
| after global routing | 0 | 0 | 0.000214 |
| final | 0 | 0 | 0.000196 |
## cell families after synthesis
| logic type | share of synthesized area [%] |
|---|---|
| multiplexers | 27.8 |
| AND/OR/NAND/NOR | 14.4 |
| AND-OR/OR-AND | 15.2 |
| adder cells (fa/ha/maj) | 30.4 |
| buffers and inverters | 12.2 |
## cells in the final DEF, fill, tap and decap left out
cell type	count
buf_2	8
buf_4	7
buf_6	6
ha_4	5
mux2_4	3
a21oi_2	2
inv_1	2
mux2i_1	2
ha_2	2
buf_12	2
inv_8	1
nor3_1	1
nor2b_4	1
nand2_1	1
o32a_1	1
clkinv_8	1
inv_2	1
mux4_2	1
nand3b_1	1
o31a_2	1
nand2b_1	1
or2b_1	1
a21oi_1	1
a31o_1	1
nor3_2	1
dlygate4sd2_1	1
## cell type report
cell class / instances / share of cell area (%)
Multi-Input combinational cell: 26 / 53.3
Tap cell: 46 / 8.81
Timing Repair Buffer: 24 / 32.0
Inverter: 5 / 5.94
## worst max path at each step
stage | to | slack, ns | depth (start not counted)
4_1_cts | out[3] | -0.25 | 5
6_report | out[3] | -0.24 | 5
5_1_grt | out[3] | -0.28 | 5
## what timing repair did
action | 4_1_cts | 5_1_grt
pin swaps | 4 | 1
cloned | 1 | 0
resized | 68 | 4
endpoints found under the setup margin | 7 | 7
buffers inserted | 1 | 1
## metal layers
layer	share of wire, %	vias to the layer above
met3	2.1	2
met4	1.7	0
met5	0	-
met2	55	5
li1	-	161
met1	41	151
Power is estimated from default activity; no workload was simulated.
